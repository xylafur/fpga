[design/flow/config.mk]
export PLATFORM = sky130hd
export DESIGN_NAME = top
export DESIGN_NICKNAME = top
export VERILOG_FILES = /design/flow/design.v
export SDC_FILE = /design/flow/constraint.sdc
export NUM_CORES = 4
export LEC_CHECK = 1
export CORE_UTILIZATION = 50
[design/flow/constraint.sdc]
current_design top

set clk_period 3.2
set clk_io_pct 0.2

create_clock -name clk0 -period $clk_period [get_ports {CLK}]

set non_clock_inputs [all_inputs -no_clocks]
set_input_delay [expr $clk_period * $clk_io_pct] -clock clk0 $non_clock_inputs
set_output_delay [expr $clk_period * $clk_io_pct] -clock clk0 [all_outputs]
[design/flow/design.v]
module uart #(
    parameter CLK_FREQ_MHZ = 12,
    parameter BAUD         = 9600
) (
    input        clk,
    input        rst,
    input        rx,
    output [7:0] rx_data,
    output       rx_valid,
    output       rx_busy,
    output       tx,
    input  [7:0] tx_data,
    input        tx_start,
    output       tx_busy,
    output       tx_clkpulse,  
);
    parameter divider      = CLK_FREQ_MHZ * 1000000 / BAUD;
    parameter half_divider = CLK_FREQ_MHZ * 1000000 / (2 * BAUD);
    parameter div_bits     = $clog2(divider);
    reg [7:0] rx_state                       = 0;
    reg [$clog2(divider):0] rx_clk_counter   = 0;
    reg [7:0] rx_data_buffer                 = 0;
    reg       rx_buf_valid                   = 0;
    assign rx_data  = rx_data_buffer;
    assign rx_valid = rx_buf_valid;
    assign rx_busy  = rx_state == 0 ? 0 : 1;
    always @(posedge clk) begin
        if (rst) begin
            rx_data_buffer <= 8'h00;
            rx_buf_valid   <= 0;
            rx_state       <= 2'h0;
            rx_clk_counter <= 5'h00;
        end else begin
            rx_clk_counter <= rx_clk_counter + 1;
            case (rx_state)
                0: begin        
                    rx_buf_valid   <= 0;
                    if (rx == 0) begin
                        rx_state       <= rx_state + 1;
                        rx_data_buffer <= 8'h00;
                    end
                end
                1: begin       
                    if (rx_clk_counter > divider/2) begin
                        rx_state       <= rx_state + 1;
                        rx_clk_counter <= 0;  
                    end
                end
                10: begin      
                    if (rx_clk_counter > divider) begin
                        rx_buf_valid   <= 1;
                        rx_state       <= 0;
                        rx_clk_counter <= 0;
                    end
                end
                default begin  
                    if (rx_clk_counter > divider) begin
                        rx_state       <= rx_state + 1;
                        rx_data_buffer <= {rx, rx_data_buffer[7:1]};
                        rx_clk_counter <= 0;
                    end
                end
            endcase
        end
    end
    reg [div_bits-1:0] tx_div_cnt = 0;
    reg [9:0]          tx_buffer  = 10'h3ff;
    reg                dummy      = 0;
    reg [7:0]          bitcnt     = 0;
    assign tx          = tx_buffer[0];
    assign tx_busy     = bitcnt > 0 ? 1 : 0;
    assign tx_clkpulse = tx_busy && tx_div_cnt == 0;
    always @(posedge clk) begin
        if (rst) begin
            dummy      <= 1;
            tx_div_cnt <= 0;
            tx_buffer  <= ~0;
            bitcnt     <= 0;
        end else begin
            if (dummy == 1) begin
                dummy  <= 0;
                bitcnt <= 15;
            end else if (tx_div_cnt == divider) begin
                if (bitcnt == 0 && tx_start) begin
                    tx_buffer <= {1'b1, tx_data[7:0], 1'b0};
                    bitcnt    <= 10;
                end else if (bitcnt > 0) begin
                    bitcnt    <= bitcnt - 1;
                    tx_buffer <= {1'b1, tx_buffer[9:1]};
                end
                tx_div_cnt <= 0;
            end else begin
                tx_div_cnt <= tx_div_cnt + 1;
            end
        end
    end
endmodule
`default_nettype none
module top (
    input BTN1,
    input CLK,
    input  RX,
    output TX,
    output reg LED1
);
    reg       rst = 0;
    reg [7:0] tx_data = 8'h41;
    reg       tx_start = 0;
    wire      tx_busy;
    wire [7:0] rx_data;
    wire       rx_valid;
    wire       rx_busy;
    reg rx_captured = 0;
    reg [7:0] buffer = 8'h00;
    always @(posedge CLK) begin
        if (tx_busy == 1 && tx_start == 1) begin
            tx_start <= 0;
        end else if (rx_valid == 1 && rx_captured == 0) begin
            rx_captured <= 1;
            buffer <= rx_data;
        end else if (rx_captured == 1) begin
            if (tx_busy == 0 && tx_start == 0) begin
                tx_data  <= buffer;
                tx_start <= 1;
                rx_captured <= 0;
            end
        end
        if (BTN1 == 1) begin
            rst <= 1;
        end else begin
            rst <= 0;
        end
        if (rst == 1) begin
            LED1 <= 1;
        end else begin
            LED1 <= 0;
        end
    end
    uart myuart(.clk(CLK), .rst(rst),
                .tx(TX), .tx_data(tx_data), .tx_start(tx_start), .tx_busy(tx_busy),
                .rx(RX), .rx_data(rx_data), .rx_valid(rx_valid), .rx_busy(rx_busy));
endmodule
[design/flow/run.sh]
#!/bin/bash
# OpenROAD 26Q1-2900-gdf79404cd8, Yosys 0.63+post, stock flow scripts
make -C /OpenROAD-flow-scripts/flow DESIGN_CONFIG=/design/flow/config.mk WORK_HOME=/design/flow/orfs finish
==> flow_summary.json <==
{
  "outcome": "complete, no violations",
  "ys_chip_area_um2": 3430,
  "clock_sinks": 78,
  "p_leak_nw": 1.39,
  "fmax_ghz": 0.404,
  "grt_usage_pct": 16.7,
  "n_antenna_cell": 0,
  "num_rows": 29,
  "antenna_found_initial": 0,
  "worst-path-buf-inv": 0,
  "via_per_inst": 5.34,
  "power.share.combinational_pct": 12.4,
  "nFillCells": 543,
  "root_buffer": "clkbuf_8",
  "slowest_delay_ns": 0.66,
  "drive_gt1_share_pct": 8.79,
  "numSynthFlops": 78,
  "drt_pass1_iterations": 15,
  "finalSetupTns_ns": 0,
  "layout_top_cell": "nor2_1",
  "ant_nets": 0,
  "overflow": 0,
  "p_switching_w": 0.000535,
  "gp_congestion": 0.805,
  "xor_share_pct": 6.63,
  "start_kind": "flop",
  "topCombFamilyByArea": "simple AND/OR/NAND/NOR gates",
  "flop_area_um2": 1730,
  "utilization_pct": 57.4,
  "cts_setup_buffers": 0,
  "min_from": "buffer[0]",
  "ys.flop_type": "dfxtp_1",
  "final-comb-area_um2": 1580,
  "ys.warnings.count": 2,
  "io_buffers": 4,
  "synth_top_area_share_pct": 35.6,
  "maxCapViolations": 0,
  "synth-simple-area-share_pct": 22.2,
  "grt_pass1_wl_um": 9560,
  "synthToLayoutAreaGrowth_pct": 8.67,
  "post-route-drc-count": 0,
  "io_pins": 5,
  "r2r_start": "myuart.tx_div_cnt[3]",
  "aoi_share_pct": 10.8,
  "skew_ns": 0.0103,
  "fin_crit_sh_pct": 77.3,
  "relSlewSlack_pct": 64.8,
  "peakVddDrop_v": 0.000453,
  "rr_endpoint": "myuart.bitcnt[4]",
  "crit_slowest_cell": "or4b_2",
  "cts_tree": "done",
  "cp_top_family": "simple AND/OR/NAND/NOR gates",
  "synth_cell_types": 51,
  "ys_sh_adder_pct": 4.37,
  "ys_cells": 353,
  "tool_warnings": 33,
  "drt_iter0_drc": 66,
  "grt_start_max_net_pins": 29,
  "hpwl_um": 3580,
  "numCtsBuffers": 9,
  "top_cells_by_area": "dfxtp_1 36%, edfxtp_1 15%, nor2_1 6.8%, ha_1 4.4%, xor2_1 3.6%",
  "largest_area_cell": "dfxtp_1",
  "clk_pin_slew_ns": 0.08,
  "rsz0062_at_grt": "no",
  "p_clk_share_pct": 35.2,
  "fp_util_pct": 52.9,
  "die_w_um": 84.9,
  "cp_max_fo": 5,
  "clk_latency_ns": 0.34,
  "synth_area_um2": 3430,
  "cts_buffer_depth": 2,
  "grt_pass1_vias": 2238,
  "post_cts_resized": 0,
  "die_y_um": 84.9,
  "wirelength_um": 5360,
  "fin_crit_ns": 2.47,
  "internal_power_w": 0.00153,
  "mux_area_share_pct": 2.04,
  "final-setup-viol-count": 0,
  "seqPwrFrac_pct": 52.4,
  "synth_seq_share_pct": 50.4,
  "coreArea_um2": 6490,
  "holdPathEnd": "tx_data[0]",
  "cp_cell_sequence": "or4b_2 > nor4_1 > o21ai_0 > or3_2 > a21oi_1",
  "report.final.hold_viol_count": 0,
  "worstPathArrival_ns": 2.75,
  "via_count": 2354,
  "reg2reg_depth": 5,
  "wl_per_cell_um": 12.2,
  "drv_slew": 0,
  "avgSynthCellArea_um2": 9.73,
  "whs_path_depth": 0,
  "p_per_area_nw_per_um2": 553,
  "worstMarginPinSlew_ns": 0.524,
  "p_sw_share_pct": 26.0,
  "min_path_type": "flop to flop",
  "synth-edff-count": 17,
  "async_flop_share_pct": 0,
  "die_area_um2": 7200,
  "path_class": "flop to flop",
  "cts_hold_buf": 0,
  "final_cell_mix": "62 x nor2_1, 61 x dfxtp_1, 18 x nand2_1",
  "cp-end-kind": "flop",
  "h-tree-depth": 3,
  "syn_inst": 353,
  "rrSetupSlack_ns": 0.73,
  "crit_required_ns": 3.48
}
==> cell families after synthesis <==
kind of cell	Yosys count
muxes	7
buffers and inverters	27
xor gates and xnor gates	26
AOI/OAI and AO/OA	57
adders and majority gates	12
DFF	78
and+or+nand+nor	146
==> per-stage QoR <==
step | setup WS (ns) | hold WS [ns] | total power, W | area (um2) | cells
finish | 0.726 | 0.419 | 0.00206 | 3730 | 441
global route | 0.539 | 0.418 | 0.00218 | 3730 | 441
CTS | 0.729 | 0.420 | 0.00210 | 3730 | 441
detailed placement | 0.707 | 0.405 | 0.00136 | 3530 | 425
global placement | 0.777 | 0.402 | 0.00136 | 3530 | 425
floorplan | 0.559 | 0.399 | 0.00130 | 3430 | 353
==> Yosys cell counts, drive strengths merged (4+ instances only) <==
| cell type | count |
|---|---|
| a211oi | 4 |
| a211o | 8 |
| nor3 | 5 |
| xor2 | 14 |
| and4 | 4 |
| dfxtp | 61 |
| nor2 | 62 |
| xnor2 | 12 |
| mux2i | 7 |
| o21ai | 12 |
| buf | 4 |
| nand2b | 8 |
| o22ai | 6 |
| inv | 14 |
| or4b | 4 |
| a21oi | 15 |
| ha | 12 |
| nand2 | 18 |
| edfxtp | 17 |
| nand3 | 9 |
| clkbuf | 9 |
| nand4 | 8 |
==> routing by layer <==
layer  up-vias  global-route usage [%]  share of wire [%]
met5         -                       0                  0
met4         0                    2.00               0.54
met3         2                    3.46                3.2
met2        35                    27.2                 47
met1      1059                    25.0                 49
li1       1258                       -                  -
==> worst max path at each step <==
| stage | from | end | slack (ns) | cells past startpoint |
|---|---|---|---|---|
| finish | myuart.tx_div_cnt[3] | myuart.bitcnt[4] | 0.73 | 5 |
| CTS | myuart.tx_div_cnt[3] | myuart.bitcnt[4] | 0.73 | 5 |
| global route | myuart.rx_clk_counter[5] | myuart.rx_state[2] | 0.54 | 7 |
==> power by group through the flow <==
stage         clock [W]  combinational, W  sequential (W)
CTS            0.000762          0.000256         0.00108
global route   0.000802          0.000294         0.00109
finish         0.000726          0.000256         0.00108
==> flip-flops by register name, summed over array words and instances (netlist names) <==
register / count
myuart.rx_data_buffer: 8
myuart.rx_buf_valid: 1
rx_captured: 1
tx_start: 1
myuart.tx_div_cnt: 11
LED1: 1
myuart.rx_clk_counter: 12
rst: 1
buffer: 8
myuart.dummy: 1
myuart.bitcnt: 8
myuart.tx_buffer: 9
myuart.rx_state: 8
tx_data: 8
==> final cells by class <==
cell class	instances	area share [%]
Timing Repair Buffer	8	1.88
Clock inverter	5	1.58
Clock buffer	11	3.79
Multi-Input combinational cell	248	42.4
Inverter	14	1.41
Sequential cell	78	46.4
Tap cell	77	2.58
Power is estimated from default activity; no workload was simulated.
